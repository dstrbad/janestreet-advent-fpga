===== flow/design.v =====
module inference_engine (
    grid_in,
    beam_in,
    clear,
    clock,
    start,
    beam_out,
    valid,
    done_,
    split_count
);
    input [15:0] grid_in;
    input [15:0] beam_in;
    input clear;
    input clock;
    input start;
    output [15:0] beam_out;
    output valid;
    output done_;
    output [7:0] split_count;
    wire [7:0] _22;
    wire _90;
    wire [3:0] _89;
    wire [4:0] _91;
    wire _87;
    wire [4:0] _88;
    wire [4:0] _92;
    wire _83;
    wire [4:0] _84;
    wire _80;
    wire [4:0] _81;
    wire [4:0] _85;
    wire [4:0] _93;
    wire _75;
    wire [4:0] _76;
    wire _72;
    wire [4:0] _73;
    wire [4:0] _77;
    wire _68;
    wire [4:0] _69;
    wire _65;
    wire [4:0] _66;
    wire [4:0] _70;
    wire [4:0] _78;
    wire [4:0] _94;
    wire _59;
    wire [4:0] _60;
    wire _56;
    wire [4:0] _57;
    wire [4:0] _61;
    wire _52;
    wire [4:0] _53;
    wire _49;
    wire [4:0] _50;
    wire [4:0] _54;
    wire [4:0] _62;
    wire _44;
    wire [4:0] _45;
    wire _41;
    wire [4:0] _42;
    wire [4:0] _46;
    wire _37;
    wire [4:0] _38;
    wire _34;
    wire [4:0] _35;
    wire [4:0] _39;
    wire [4:0] _47;
    wire [4:0] _63;
    wire [4:0] _95;
    wire [2:0] _31;
    wire [7:0] _96;
    wire [7:0] _97;
    wire [7:0] _25;
    reg [7:0] _99;
    wire [7:0] _1;
    reg [7:0] _23;
    wire _101;
    wire _104;
    wire _103;
    reg _106;
    wire _4;
    reg _105;
    wire [15:0] _115;
    wire [14:0] _124;
    wire [15:0] _125;
    wire [15:0] _33;
    wire [14:0] _119;
    wire [15:0] _121;
    wire [15:0] _7;
    wire [15:0] _117;
    wire [15:0] _9;
    wire [15:0] _118;
    wire [15:0] _122;
    wire [15:0] _126;
    wire [15:0] _127;
    wire [1:0] _20;
    wire [1:0] _100;
    wire [7:0] _29;
    wire _11;
    wire _13;
    wire [7:0] _109;
    wire [7:0] _110;
    wire [7:0] _108;
    reg [7:0] _111;
    wire [7:0] _14;
    reg [7:0] _28;
    wire _30;
    wire [1:0] _113;
    wire [1:0] _98;
    wire _16;
    wire [1:0] _112;
    reg [1:0] _114;
    wire [1:0] _17;
    (* fsm_encoding="one_hot" *)
    reg [1:0] _21;
    reg [15:0] _128;
    wire [15:0] _18;
    reg [15:0] _116;
    assign _22 = 8'b00000000;
    assign _90 = _33[0:0];
    assign _89 = 4'b0000;
    assign _91 = { _89,
                   _90 };
    assign _87 = _33[1:1];
    assign _88 = { _89,
                   _87 };
    assign _92 = _88 + _91;
    assign _83 = _33[2:2];
    assign _84 = { _89,
                   _83 };
    assign _80 = _33[3:3];
    assign _81 = { _89,
                   _80 };
    assign _85 = _81 + _84;
    assign _93 = _85 + _92;
    assign _75 = _33[4:4];
    assign _76 = { _89,
                   _75 };
    assign _72 = _33[5:5];
    assign _73 = { _89,
                   _72 };
    assign _77 = _73 + _76;
    assign _68 = _33[6:6];
    assign _69 = { _89,
                   _68 };
    assign _65 = _33[7:7];
    assign _66 = { _89,
                   _65 };
    assign _70 = _66 + _69;
    assign _78 = _70 + _77;
    assign _94 = _78 + _93;
    assign _59 = _33[8:8];
    assign _60 = { _89,
                   _59 };
    assign _56 = _33[9:9];
    assign _57 = { _89,
                   _56 };
    assign _61 = _57 + _60;
    assign _52 = _33[10:10];
    assign _53 = { _89,
                   _52 };
    assign _49 = _33[11:11];
    assign _50 = { _89,
                   _49 };
    assign _54 = _50 + _53;
    assign _62 = _54 + _61;
    assign _44 = _33[12:12];
    assign _45 = { _89,
                   _44 };
    assign _41 = _33[13:13];
    assign _42 = { _89,
                   _41 };
    assign _46 = _42 + _45;
    assign _37 = _33[14:14];
    assign _38 = { _89,
                   _37 };
    assign _34 = _33[15:15];
    assign _35 = { _89,
                   _34 };
    assign _39 = _35 + _38;
    assign _47 = _39 + _46;
    assign _63 = _47 + _62;
    assign _95 = _63 + _94;
    assign _31 = 3'b000;
    assign _96 = { _31,
                   _95 };
    assign _97 = _30 ? _96 : _23;
    assign _25 = _16 ? _22 : _23;
    always @* begin
        case (_21)
        2'b00:
            _99 <= _25;
        2'b01:
            _99 <= _97;
        default:
            _99 <= _23;
        endcase
    end
    assign _1 = _99;
    always @(posedge _13) begin
        if (_11)
            _23 <= _22;
        else
            _23 <= _1;
    end
    assign _101 = _100 == _21;
    assign _104 = 1'b0;
    assign _103 = 1'b1;
    always @* begin
        case (_21)
        2'b00:
            _106 <= _104;
        2'b10:
            _106 <= _103;
        default:
            _106 <= _105;
        endcase
    end
    assign _4 = _106;
    always @(posedge _13) begin
        if (_11)
            _105 <= _104;
        else
            _105 <= _4;
    end
    assign _115 = 16'b0000000000000000;
    assign _124 = _33[15:1];
    assign _125 = { _104,
                    _124 };
    assign _33 = _9 & _7;
    assign _119 = _33[14:0];
    assign _121 = { _119,
                    _104 };
    assign _7 = grid_in;
    assign _117 = ~ _7;
    assign _9 = beam_in;
    assign _118 = _9 & _117;
    assign _122 = _118 | _121;
    assign _126 = _122 | _125;
    assign _127 = _30 ? _126 : _116;
    assign _20 = 2'b00;
    assign _100 = 2'b10;
    assign _29 = 8'b00010000;
    assign _11 = clear;
    assign _13 = clock;
    assign _109 = 8'b00000001;
    assign _110 = _28 + _109;
    assign _108 = _16 ? _22 : _28;
    always @* begin
        case (_21)
        2'b00:
            _111 <= _108;
        2'b01:
            _111 <= _110;
        default:
            _111 <= _28;
        endcase
    end
    assign _14 = _111;
    always @(posedge _13) begin
        if (_11)
            _28 <= _22;
        else
            _28 <= _14;
    end
    assign _30 = _28 == _29;
    assign _113 = _30 ? _100 : _21;
    assign _98 = 2'b01;
    assign _16 = start;
    assign _112 = _16 ? _98 : _21;
    always @* begin
        case (_21)
        2'b00:
            _114 <= _112;
        2'b01:
            _114 <= _113;
        2'b10:
            _114 <= _20;
        default:
            _114 <= _21;
        endcase
    end
    assign _17 = _114;
    always @(posedge _13) begin
        if (_11)
            _21 <= _20;
        else
            _21 <= _17;
    end
    always @* begin
        case (_21)
        2'b01:
            _128 <= _127;
        default:
            _128 <= _116;
        endcase
    end
    assign _18 = _128;
    always @(posedge _13) begin
        if (_11)
            _116 <= _115;
        else
            _116 <= _18;
    end
    assign beam_out = _116;
    assign valid = _105;
    assign done_ = _101;
    assign split_count = _23;
endmodule
module beam_inference (
    grid_in,
    beam_in,
    start,
    clear,
    clock,
    beam_out,
    valid,
    done_,
    split_count
);
    input [15:0] grid_in;
    input [15:0] beam_in;
    input start;
    input clear;
    input clock;
    output [15:0] beam_out;
    output valid;
    output done_;
    output [7:0] split_count;
    wire [7:0] _16;
    wire _17;
    wire _18;
    wire [15:0] _5;
    wire [15:0] _7;
    wire _9;
    wire _11;
    wire _13;
    wire [25:0] _15;
    wire [15:0] _19;
    assign _16 = _15[25:18];
    assign _17 = _15[17:17];
    assign _18 = _15[16:16];
    assign _5 = grid_in;
    assign _7 = beam_in;
    assign _9 = start;
    assign _11 = clear;
    assign _13 = clock;
    inference_engine
        inference_engine
        ( .clock(_13),
          .clear(_11),
          .start(_9),
          .beam_in(_7),
          .grid_in(_5),
          .beam_out(_15[15:0]),
          .valid(_15[16:16]),
          .done_(_15[17:17]),
          .split_count(_15[25:18]) );
    assign _19 = _15[15:0];
    assign beam_out = _19;
    assign valid = _18;
    assign done_ = _17;
    assign split_count = _16;
endmodule

===== flow/run.sh =====
#!/bin/bash
# OpenROAD 26Q1-2900-gdf79404cd8, Yosys 0.63+post, stock flow scripts
make -C /OpenROAD-flow-scripts/flow DESIGN_CONFIG=/design/flow/config.mk WORK_HOME=/design/flow/orfs finish

===== flow/config.mk =====
export PLATFORM = sky130hd
export DESIGN_NAME = beam_inference
export DESIGN_NICKNAME = beam_inference
export VERILOG_FILES = /design/flow/design.v
export SDC_FILE = /design/flow/constraint.sdc
export NUM_CORES = 4
export LEC_CHECK = 1
export CORE_UTILIZATION = 50

===== flow/constraint.sdc =====
current_design beam_inference

set clk_period 7.1
set clk_io_pct 0.2

create_clock -name clk0 -period $clk_period [get_ports {clock}]

set non_clock_inputs [all_inputs -no_clocks]
set_input_delay [expr $clk_period * $clk_io_pct] -clock clk0 $non_clock_inputs
set_output_delay [expr $clk_period * $clk_io_pct] -clock clk0 [all_outputs]

==> results.txt <==
Summary of the current implementation state.

- The area of the core region is approximately 4100 um^2, for reference.
- The later-pin clock latency in the skew report is between 0.2 and 0.3 ns, for reference.
- The total tool warning count is 27, for reference.
- Final hold analysis gives a worst-case slack of between 0.4 and 0.5 ns.
- The flow ran to the end, and the final reports show no timing, DRC or antenna violations.
- In the floorplan report the effective utilization is 0.5313.
- Per the post-route antenna check, the number of violating nets is 0.
- The total congestion overflow after global routing is 0, for reference.
- In this run, CTS created clock tree buffers numbering 5.
- The kind of critical path is in -> reg, for reference.
- The shortest period the worst path allows is roughly 5.4 ns, for reference.
- The H-tree was split into 2 levels.
- The longest incremental delay of any stage on the critical path is reported as around 0.54 ns.
- Between the synthesized netlist and the finished layout, the area growth was recorded as 31.51%.
- The setup slack on the worst flop-to-flop path is 5.27 ns, for reference.
- For this design the static power due to leakage is about 1.1 nW.
- Using the TritonRoute via totals, the vias-per-cell ratio works out to a little under 5.
- The DRC violation total after the first TritonRoute iteration is approximately 46, for reference.
- The report lists the number of standard-cell rows as 23.
- The first global-routing pass estimated just under 7000 um of wire.
- The tally of max-capacitance violations is 0, for reference.
- On the critical path, the stage with the largest delay is an instance of fa_1.
- The number of antenna violations at the first check in global routing came to 0.
- The timing report shows the most common cell along the critical path to be fa_1.
- The area fraction of the largest cell type after synthesis is 0.3064.
- The cell at the root of the clock tree is clkbuf_8, for reference.
- Of the cells placed in the final design, the portion with a size suffix greater than 1 is 0.09492.
- Of all cell types, the one taking the most synthesized area is dfxtp_1.
- Traced cell by cell, the critical path runs through clkdlybuf4s50_1 -> and2_1 -> ha_1 -> inv_1 -> fa_1 -> inv_1 -> fa_1 -> fa_1 -> inv_1 -> fa_1 -> inv_1 -> ha_1 -> fa_1 -> xor2_1 -> nand4_1 -> a21oi_1.
- The number of I/O port buffers is around 57, for reference.
- STA shows the worst reg2reg path with a cell count of 7.
- The final setup violation count is 0, for reference.
- The data required time reported for the critical path is between 7 and 8 ns.
- The clock tree from TritonCTS is yes, for reference.
- The CTS log lists the clock sinks for this run as 33.
- The area taken by flip-flops and latches is between 600 and 700 um^2, for reference.
- On the critical path the largest part of the delay comes from adder cells.
- The number of buffers inserted for hold repair after clock tree synthesis is 0, for reference.
- The number of buffers inserted to repair setup after CTS is 0, for reference.
- For reference, the top cells by area after synthesis are dfxtp_1 31%, fa_1 10%, ha_1 8.7%.
- The number of detailed-route iterations in the first pass is 4, for reference.
- The maximum operating frequency is 0.1856 GHz, for reference.
- The actual transition at the worst max-transition pin is 0.7070 ns, for reference.
- The global router's overall resource usage is 0.2006, for reference.
- The cell area that synthesis handed to floorplanning was roughly 2200 um^2.
- The top fanout value on the critical path is 3, for reference.
- The critical path runs through a total of 16 cells.
- In the finished design, the share of the clock period the worst path needs comes to 0.7589.
- The setup clock skew after layout is 0.005193 ns, for reference.
- The worst hold path depth is 2, for reference.
- The half-perimeter wire length after detailed placement is ~3200 um, for reference.
- The total number of vias is 1715, for reference.
- Routability-driven placement finished with a final weighted congestion of 0.8425.
- The startpoint type of the worst setup path is an input port, for reference.
- The clock passes through at most 2 buffers.
- The hold violation total from the final report is 0, for reference.
- Setup repair after global routing left no endpoint under its margin.
- Measured on the finished design, the core utilization comes to 0.6987.
- The worst slew margin relative to its limit is 0.5152, for reference.
- Counting flops with a built-in enable in the synthesized netlist gives 0.
- The number of cells after detailed placement is 337, for reference.
- Entering global routing, the biggest net connects 34 pins.
- The number of global-route vias before repair came to 1541.
- The ratio of total power to cell area is ~170 nW/um^2, for reference.
- The remaining routing DRC violations is 0, for reference.
- The synthesis report names the predominant flop master as dfxtp_1.
- IR analysis of the VDD net gives a maximum drop of 0.1618 mV.
- In the final routed layout, each cell accounts on average for between 10 and 15 um.
- The accumulated negative setup slack is 0 ns, for reference.
- The min-delay analysis places its worst path in the category reg -> reg.
- The routed design ends up with an antenna cell count of 0.
- The final layout report lists a filler cell count of ~320.
- The number of instances in the synthesized netlist is 237, for reference.
- The yosys stat cell total is 237, for reference.
- The synthesized netlist contains 34 unique library cells.
- The fraction of registers with async set/reset is 0, for reference.
- The OpenROAD report gives the critical path a data arrival time of 5.60 ns.
- The post-synthesis register bit count is 33, for reference.
- The die is slightly below 70 um wide.
- The post-cts gate resize count is 0, for reference.
- The floorplan die height is just under 70 um, for reference.
- For this block, the routed nets add up to 4249 um of wire.
- In this run the mean area of a mapped cell was between 9 and 10 um^2.
- The multi-input gate area in the final layout is around 1300 um^2, for reference.
- Sorting the synthesized cells by how often they occur yields 33 x dfxtp_1, 27 x inv_1, 23 x nor2_1, 16 x and2_1.
- The max-slew violation count is 0, for reference.
- The warning count from the yosys run is 1, for reference.
- After synthesis, the chip area reported by Yosys is roughly 2200 um^2.
- During I/O placement, the number of pins put on the boundary was 61.
- The total power of the final layout is 0.0004937 W, for reference.
- The sum of buffers and inverters on the critical path is 5, for reference.
- The overall die area is approximately 4600 um^2, for reference.
- The most frequently used cell type in the post-synthesis netlist is dfxtp_1, for reference.
- The clock transition at the registers of the reported paths is approximately 0.070 ns, for reference.
- The final standard cell count with taps included and fillers excluded is roughly 350, for reference.
- The endpoint class of the critical path is a flip-flop, for reference.
- Of the synthesized area, sequential elements account for 0.3064.
-- registers in the layout, indices dropped and copies added (netlist names) --
register	cells
inference_engine._105	1
inference_engine._116	16
inference_engine._21	3
inference_engine._23	5
inference_engine._28	8
-- cell type report --
| type | instances | share of cell area |
|---|---|---|
| multi-input cells | 168 | 0.4616 |
| clock inverters | 1 | 0.01059 |
| clock buffers | 7 | 0.03045 |
| inverters | 27 | 0.03575 |
| repair buffers | 59 | 0.2065 |
| flip-flops and latches | 33 | 0.2330 |
| well taps | 50 | 0.02207 |
-- cells by family after synthesis --
family                   after synthesis  share of synthesized area
AND-OR/OR-AND                         36                     0.1347
XOR/XNOR                               7                    0.02844
adder cells (fa/ha/maj)               26                     0.1892
buffers and inverters                 38                    0.08996
flip-flops                            33                     0.3064
multiplexers                           2                   0.009866
other                                  1                   0.001739
AND/OR/NAND/NOR                       94                     0.2397
-- per-stage QoR --
step                instance area, um^2  worst slack [ns]
detailed placement                 2719             1.473
global route                       2835             1.455
floorplan                          2163             2.086
CTS                                2835             1.736
finish                             2835             1.712
global placement                   2719             1.518
-- cell usage in the layout, fill, tap and decap left out, types with 2 or more instances in the layout --
master and n:
nor2_2 3, nor3_1 15, nand2_1 4, xnor2_1 3, a211oi_1 3, clkbuf_8 6
clkdlybuf4s50_1 57, buf_4 2, fa_1 11, conb_1 3, dfxtp_1 33, nor2_1 23
a211oi_2 13, ha_1 15, nand4_1 8, nor2b_1 15, inv_1 27, a21oi_1 12
xor2_1 4, o21ai_0 6, nand3_1 5, and2_1 16
-- report_power, final --
| part | internal (W) | switching [W] |
|---|---|---|
| sequential | 0.000186 | 0.00000227 |
| clock | 0.000114 | 0.0000673 |
| combinational | 0.0000597 | 0.0000638 |
-- path summary, 6_finish.rpt --
path	from	end
max	beam_in[14]	inference_engine._23[3]$_SDFFE_PP0P_
min	inference_engine._23[1]$_SDFFE_PP0P_	inference_engine._23[1]$_SDFFE_PP0P_
max reg2reg	inference_engine._28[0]$_SDFFE_PP0P_	inference_engine._116[13]$_SDFFE_PP0P_
min reg2reg	inference_engine._23[1]$_SDFFE_PP0P_	inference_engine._23[1]$_SDFFE_PP0P_
-- metal layers --
metal	vias to the layer above	global-route usage	routed length, um
met4	0	0.02394	29
met3	4	0.04452	265
met1	765	0.2895	2050
met5	-	0	0
met2	40	0.3243	1904
li1	906	-	-
-- worst reg2reg max path: stages (launching register included) --
cell and delay (ns):
dfxtp_1 0.36, inv_1 0.11, ha_1 0.16, nor4b_4 0.23
and4_1 0.22, buf_4 0.37, nor2_1 0.11, a211oi_2 0.19
No activity file was given, so power comes from the tool's default toggle rates.
